<file path="/design/flow/run.sh">
#!/bin/bash
# OpenROAD 26Q1-2900-gdf79404cd8, Yosys 0.63+post, stock flow scripts
make -C /OpenROAD-flow-scripts/flow DESIGN_CONFIG=/design/flow/config.mk WORK_HOME=/design/flow/orfs finish
</file>
<file path="/design/flow/design.v">
module ALU (
    input [31:0] rs1, rs2,
    input [3:0] ALUcontrol,
    output reg [31:0] ALUresult,
    output Zflag
);
always @(*) begin
    case (ALUcontrol)
        4'b0000: ALUresult = rs1 + rs2;
        4'b0001: ALUresult = rs1 - rs2;
        4'b0010: ALUresult = rs1 & rs2;
        4'b0011: ALUresult = rs1 | rs2;
        4'b0100: ALUresult = rs1 << rs2;
        4'b0101: ALUresult = rs1 >> rs2;
        4'b0110: ALUresult = rs1 * rs2;
        4'b0111: ALUresult = rs1 ^ rs2;
        4'b1000: ALUresult = (rs1<rs2)?1:0;
        default: ALUresult = 32'd0;
    endcase
end
assign Zflag = (ALUresult==0)?1:0;  
endmodule
module controlUnit (
    input [2:0] funct3,
    input [6:0] funct7,
    input [6:0] op,
    output reg [3:0] ALUcontrol
);
always @(funct3,funct7,op) begin
    case (op)
        7'b0110011:begin
            case (funct3)
                3'd0: begin
                    if (funct7==7'd32) begin
                        ALUcontrol = 4'b0001;
                    end
                    else ALUcontrol = 4'b0000;
                end
                3'd7: ALUcontrol = 4'b0010;
                3'd6: ALUcontrol = 4'b0011;
                3'd1: ALUcontrol = 4'b0100;
                3'd5: ALUcontrol = 4'b0101;
                3'd4: ALUcontrol = 4'b0111;
                3'd2: ALUcontrol = 4'b1000; 
            endcase
        end 
    endcase
end
endmodule
module top (
    input [31:0]instr,
    input [31:0] rs1, rs2,
    output [31:0] ALUresult,
    output Zflag 
);
wire [3:0] ALUcontrol;
controlUnit path(instr[14:12], instr[31:25], instr[6:0], ALUcontrol);
ALU alu_path(rs1, rs2, ALUcontrol, ALUresult, Zflag);
endmodule
</file>
<file path="/design/flow/constraint.sdc">
current_design top

set clk_period 15.3
set clk_io_pct 0.2

create_clock -name clk0 -period $clk_period

set non_clock_inputs [all_inputs -no_clocks]
set_input_delay [expr $clk_period * $clk_io_pct] -clock clk0 $non_clock_inputs
set_output_delay [expr $clk_period * $clk_io_pct] -clock clk0 [all_outputs]
</file>
<file path="/design/flow/config.mk">
export PLATFORM = sky130hd
export DESIGN_NAME = top
export DESIGN_NICKNAME = top
export VERILOG_FILES = /design/flow/design.v
export SDC_FILE = /design/flow/constraint.sdc
export NUM_CORES = 4
export LEC_CHECK = 1
export CORE_UTILIZATION = 50
</file>
==> impl_metrics.ini <==
; synthesis and place-and-route metrics
[sta]
fmax_ghz = 0.0664
untimed_endpoints = 4
period_needed_ns = 15.06
relSlewSlack = 0.355
worst_pin_slew_ns = 0.963
hold_slack_ns = 7.54
drv_slew = 0
final.setup.tns_ns = 0
hold_violations = 0
min_period_over_period = 0.984
setup_viol = 0
timing.final.ws_setup_ns = 0.245
unclocked_pins = 4

[route]
dr.pass1.iters = 5
vias = 24000
drc = 0
avgRoutedWirePerCell_um = 29.1
drt_iter0_drc = 1921
routed_wirelength_um = 110000
drtAntennaViolNets = 0
vias_per_cell = 6.35

[finish]
finalInstanceArea_um2 = 26700
layout-drive-gt1-share = 0.0900
areaGrowthSynthToFinish_pct = 10.7
comb_area_um2 = 21600
final_cells = 3774
final_util = 0.560
regArea_um2 = 60.1
largest_reg_flops = 4
fillers = 4233

[yosys]
async_flop_share = 0
edf_count = 0
topCellsByArea = fa_1 34%, ha_1 11%, inv_1 7.1%, nor2_1 6.8%, nand2_1 5.5%
synthesis.area_um2 = 24200
yosysWarningCount = 2
yosysUniqueCellTypes = 88
synth_area_leader_cell = fa_1
ys_ff = 4
ff_type = dlxtn_1
ys_cells = 3052
synthesis.instances = 3052
top_cell_area_share = 0.340
yosys_area_um2 = 24200
syn_area_per_cell_um2 = 7.92

[floorplan]
pin_count = 129
dieArea_um2 = 49200
num_rows = 80
die-width_um = 222
core_area_um2 = 47700
fp_util = 0.506
die_y_um = 222

[worst_setup_path]
cp.arrival_ns = 12.00
cpPeakStageDelay_ns = 0.67
critPathCaptureType = output pin
setup.worst_path.start_class = primary input
cp_data_required_time_ns = 12.24
cp-startpoint = rs1[10]
crit_end = Zflag
crit_slowest_cell = clkdlybuf4s50_1
critPathMostFrequentCell = fa_1
crit_fanout = 5
worstSetupPathType = in -> out

[run]
maxCapViolations = 0
tool_warnings = 111

[grt]
overflow = 0
grtUsageTotal = 0.484
grt_max_degree = 73
grt_pass1_vias = 24500
grt_pass1_wl_um = 162000
antenna_found_initial = 5

[power_and_ir_drop]
internal_power_mw = 4.41
totalPowerFinal_mw = 10.8
p_per_area_nw_per_um2 = 404
ir_drop_v = 0.00108
switching_power_mw = 6.41
power.share.switching = 0.592
total_leakage_power_nw = 12.7

[placed_design]
numPortBuffers = 114
gp_congestion = 1.15
hpwl_um = 89300
pre_cts_ws_ns = 0.0601
postPlaceCellArea_um2 = 26600
place_inst = 3765

[worst_hold_path]
hp-class = in -> out

[outcome]
status = complete, no violations
==> worst max-delay path: cells and delay by family <==
kind / cells / cell delay, ns
buffers and inverters: 9 / 1.81
AND/OR/NAND/NOR: 7 / 0.76
AND-OR/OR-AND: 5 / 1.69
XOR/XNOR: 1 / 0.44
adder cells (fa/ha/maj): 9 / 4.20
==> cell families (layout without fill, tap and decap cells) <==
group / after synthesis / count (layout) / share of synthesized area
and+or+nand+nor: 1033 / 1033 / 0.186
xor gates and xnor gates: 90 / 90 / 0.0326
muxes: 112 / 112 / 0.0729
AOI/OAI and AO/OA: 519 / 519 / 0.146
latches: 4 / 4 / 0.00248
buffers and inverters: 665 / 769 / 0.107
adders and majority gates: 629 / 629 / 0.453
other: 0 / 3 / 0
==> synthesized netlist by cell type (18+ instances only) <==
library cell	count
nor3_1	35
mux4_2	43
o211ai_1	29
buf_1	35
nand2_1	353
a221oi_1	25
nand2b_1	21
nand3_1	42
nor2_1	441
mux2i_1	47
a31oi_1	22
a21oi_1	117
nor4_1	18
xnor2_1	76
a211oi_1	20
o21ai_0	99
fa_1	410
inv_1	458
ha_1	219
clkbuf_1	128
a21o_1	25
==> repair_timing <==
| action | CTS | global route |
|---|---|---|
| buffers inserted | 0 | 6 |
| hold buffers | 0 | 0 |
| endpoints found under the setup margin | 0 | 2 |
| gates resized | 0 | 22 |
==> cell usage in the layout, fill, tap and decap left out, types with 21 or more instances in the layout <==
cell type	netlist	routed
inv_1	458	455
a221oi_1	25	24
nor3_1	35	35
o211ai_1	29	29
clkdlybuf4s50_1	0	102
fa_1	410	410
buf_4	10	180
ha_1	219	219
nand2_1	353	353
mux2i_1	47	47
mux4_2	43	43
a21oi_1	117	117
nand2b_1	21	21
o21ai_0	99	98
a21o_1	25	25
a31oi_1	22	22
xnor2_1	76	75
nand3_1	42	42
nor2_1	441	441
==> layout make-up <==
cell class,count,share of cell area
well taps,615,0.0288
flip-flops and latches,4,0.00225
repair buffers,295,0.0944
diodes,3,0.000281
inverters,474,0.0669
multi-input cells,2383,0.807
==> power groups by stage <==
stage    combinational, mW  sequential, mW  clock [mW]
4_1_cts               10.5        0.000982           0
5_1_grt               11.7         0.00101           0
==> layer usage <==
layer  wire length [um]  global-route usage  part of all wire  vias up
met5                324              0.0186            0.0029        -
met4               8440               0.275             0.077       16
met3              15400               0.235              0.14      376
met2              45900               0.672              0.42     1692
met1              39800               0.629              0.36    11600
li1                   -                   -                 -    10300
==> how the worst min path moves through the flow <==
| stage | from | to | cells after the start |
|---|---|---|---|
| global route | rs2[5] | ALUresult[24] | 6 |
| CTS | rs2[2] | ALUresult[1] | 7 |
| finish | rs2[5] | ALUresult[24] | 6 |
Power is estimated from default activity; no workload was simulated.
